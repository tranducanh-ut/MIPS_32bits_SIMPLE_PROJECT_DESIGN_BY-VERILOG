==> design.v <==
`timescale 1ns / 1ps
module ALU(
 input  wire [31:0] opr1, 
    input  wire [31:0] opr2,
    input  wire [3:0]  ALUop,
    output reg  [31:0] result,
    output reg         zero
);
    always @(* ) begin
        case(ALUop)
            4'b0010: result = opr1 + opr2;                      
            4'b0110: result = opr1 - opr2;                     
            4'b0000: result = opr1 & opr2;                     
            4'b0001: result = opr1 | opr2;                    
            4'b0111: result = opr1 < opr2;  
            default: result = 32'b0;
        endcase
        zero = (result == 32'b0);
    end
endmodule
`timescale 1ns / 1ps
module Decode(
input wire clk,reset,
 output reg[4:0] rs,rt,rd,
 input wire[31:0] wb_value,
 output reg [31:0] data1,data2
 ,input wire [31:0] instruction,
 output reg [5:0] opcode, 
 output reg [5:0] func,
 output reg[3:0] ALUop,
 output reg reg_write,branch
    );
    reg[31:0] regfile[0:31];
    integer i;
    always @(*) begin
    opcode = instruction[31:26];
    rs = instruction[25:21];
    rt = instruction[20:16];
    rd = instruction[15:11];
    func = instruction[5:0];
    ALUop = 4'b0000;
    reg_write = 1'b0;
    branch = 1'b0;
    data1 = regfile[rs];
    data2 = 32'b0;
    case(opcode)
        6'b000000: begin  
            case(func)
                6'b100000: ALUop = 4'b0010;  
                6'b100010: ALUop = 4'b0110;  
                6'b100100: ALUop = 4'b0000;  
                6'b100101: ALUop = 4'b0001;  
                6'b101010: ALUop = 4'b0111;  
            endcase
            reg_write = 1'b1;
            data1 = regfile[rs];
            data2 = regfile[rt];
        end
        6'b001000: begin  
            ALUop = 4'b0010;
            reg_write = 1'b1;
            data1 = regfile[rs];
            data2 = {{16{instruction[15]}}, instruction[15:0]};
        end
        6'b100011: begin  
            ALUop = 4'b0010;
            reg_write = 1'b1;
            data1 = regfile[rs];
            data2 = {{16{instruction[15]}}, instruction[15:0]};
        end
        6'b101011: begin  
            ALUop = 4'b0010;
            reg_write = 1'b0;
            data1 = regfile[rs];
            data2 = {{16{instruction[15]}}, instruction[15:0]};
        end
        6'b000100: begin  
            ALUop = 4'b0110;
            reg_write = 1'b0;
            branch = 1'b1;
            data1 = regfile[rs];
            data2 = regfile[rt];
        end
    endcase
end
always @(posedge  clk or posedge reset) begin
    if(reset) begin
        for(i=0;i<32;i=i+1) 
            regfile[i] <= 32'b0;
    end
    else if(reg_write) begin
        if(opcode==6'b000000 && rd!=0) begin
            regfile[rd] <= wb_value;    
        end
        else if(opcode==6'b001000) begin
            regfile[rt] <= wb_value;    
        end
        else if(opcode==6'b100011) begin
            regfile[rt] <= wb_value;    
        end
    end
end
endmodule
`timescale 1ns / 1ps
module FETCH(
input wire clk,reset,
output reg [31:0] PC,
output reg [31:0] instruction,
input wire branch ,zero
,input wire [15:0] offset
    );
    reg [31:0] ins_mem [0:31];
     initial begin
        $readmemh("E:/RISC-V/MIPS_32-bit/instruction.hex", ins_mem);
    end
    always@(posedge clk or posedge reset) begin
    if(reset) begin
    instruction<=32'b0;
    PC<=32'b0;
    end
    else begin
      instruction<=  ins_mem[PC>>2];
    if(branch==1&&zero==1) begin
    PC <=PC+4 +(offset<<2);
    end
    else 
    PC<=PC+4;
    end
    end
endmodule
`timescale 1ns / 1ps
module MEM(
 input  wire        clk, reset,
    input  wire        mem_read, mem_write,
    input  wire        mem_to_reg,    
    input  wire [31:0] addr,
    input  wire [31:0] write_data,
    input  wire [31:0] alu_result,    
    output reg  [31:0] wb_value,      
    output reg  [31:0] read_data      
);
    reg [31:0] memfile[0:31];
    integer i;
    always @(posedge reset) begin
    for (i=0;i<32;i=i+1)begin
    memfile[i]=32'b0;
    end
    end
    always @(*) begin
        if (reset) begin
            read_data = 32'b0;
            wb_value  = 32'b0;
        end else begin
            if (mem_read) begin
                read_data = memfile[addr[4:0]];
            end
            if (mem_write) begin
                memfile[addr[4:0]] = write_data;
            end
            end
            if (mem_to_reg)
                wb_value = read_data;     
            else
                wb_value = alu_result;    
        end
endmodule
`timescale 1ns / 1ps
module MIPS_TOP(
input wire clk,
    input wire reset,
    output wire [31:0] PC,
    output wire [31:0] instruction,
    output wire [31:0] alu_result,
    output wire [31:0] wb_value
);
    wire [31:0] data1, data2, read_data;
    wire [4:0] rs, rt, rd;
    wire [5:0] opcode, func;
    wire [3:0] ALUop;
    wire [15:0] offset;
    wire branch, zero, reg_write, mem_read, mem_write, mem_to_reg;
    FETCH fetch (
        .clk(clk),
        .reset(reset),
        .PC(PC),
        .instruction(instruction),
        .branch(branch),
        .zero(zero),
        .offset(instruction[15:0])  
    );
    Decode decode (
        .clk(clk),
        .reset(reset),
        .rs(rs),
        .rt(rt),
        .rd(rd),
        .wb_value(wb_value),
        .data1(data1),
        .data2(data2),
        .instruction(instruction),
        .opcode(opcode),
        .func(func),
        .ALUop(ALUop),
        .reg_write(reg_write),
        .branch(branch)
    );
    assign mem_read = (opcode == 6'b100011);   
    assign mem_write = (opcode == 6'b101011);  
    assign mem_to_reg = (opcode == 6'b100011);  
    ALU alu (
        .opr1(data1),
        .opr2(data2),
        .ALUop(ALUop),
        .result(alu_result),
        .zero(zero)
    );
    MEM mem (
        .clk(clk),
        .reset(reset),
        .mem_read(mem_read),
        .mem_write(mem_write),
        .mem_to_reg(mem_to_reg),
        .addr(alu_result),
        .write_data(data1),
        .alu_result(alu_result),
        .wb_value(wb_value),
        .read_data(read_data)
    );
endmodule
==> run.sh <==
#!/bin/bash
# OpenROAD 26Q1-2900-gdf79404cd8, Yosys 0.63+post, stock flow scripts
make -C /OpenROAD-flow-scripts/flow DESIGN_CONFIG=/design/flow/config.mk WORK_HOME=/design/flow/orfs finish
==> config.mk <==
export PLATFORM = sky130hd
export DESIGN_NAME = MIPS_TOP
export DESIGN_NICKNAME = MIPS_TOP
export VERILOG_FILES = /design/flow/design.v
export SDC_FILE = /design/flow/constraint.sdc
export NUM_CORES = 4
export LEC_CHECK = 1
export CORE_AREA = 10 10 108 108
export DIE_AREA = 0 0 118 118
export SYNTH_HDL_FRONTEND = slang
==> constraint.sdc <==
current_design MIPS_TOP

set clk_period 5.1
set clk_io_pct 0.2

create_clock -name clk0 -period $clk_period [get_ports {clk}]
create_clock -name clk1 -period $clk_period [get_ports {reset}]

set non_clock_inputs [all_inputs -no_clocks]
set_input_delay [expr $clk_period * $clk_io_pct] -clock clk0 $non_clock_inputs
set_output_delay [expr $clk_period * $clk_io_pct] -clock clk0 [all_outputs]
==> results.rst <==
Physical design figures
=======================

.. list-table::
   :header-rows: 1

   * - Metric
     - Value
   * - Outcome
     - finished, final reports clean
   * - Nature of the critical path startpoint
     - clock port
   * - Area of the core
     - 9280 um2
   * - Sequential cell area fraction in the yosys report
     - 36.1%
   * - Count of pins over their slew limit
     - 0
   * - Main area contributors
     - sky130_fd_sc_hd__dfrtp_1 36%, sky130_fd_sc_hd__buf_4 35%, sky130_fd_sc_hd__xnor2_1 8.9%
   * - Synthesized area per cell
     - 9.84 um2
   * - Yosys cell count
     - 211
   * - Half-perimeter wire length after detailed placement
     - 3.69 mm
   * - Via count of the routed design
     - 1323
   * - Floorplan Utilization
     - 22.4%
   * - Global Route Usage Sum
     - 6.67%
   * - Pin count of the biggest net entering global routing
     - 10
   * - Buffers and inverters on the worst path
     - 3
   * - Area of combinational cells with multiple inputs
     - 936 um2
   * - Summed instance area of the synthesized netlist
     - 2080 um2
   * - Areal power density over the cells
     - 324 nW/um2
   * - Worst-path clk slew
     - 0.06 ns
   * - Peak VDD IR
     - 145 uV
   * - Kind of end point of the critical path
     - asynchronous set/reset pin
   * - Register name with the most flops
     - fetch.PC
   * - Top flop regs
     - fetch.PC (30)
   * - Fraction of layout cells with a size suffix above 1
     - 7.39%
   * - Final routed wirelength across all metal layers
     - 4.71 mm
   * - Critical path, cell by cell
     - clkbuf_8, clkbuf_8, inv_1
   * - TritonCTS clock tree
     - built
   * - Synthesis-to-finish area growth
     - 19.9%
   * - Distinct cell type count after synthesis
     - 21
   * - Wire length of the first global-routing pass
     - 7.70 mm
   * - Most used flip-flop cell
     - sky130_fd_sc_hd__dfrtp_1
   * - Arrival time reported for the critical path endpoint
     - 2.90 ns
   * - Maximum fanout along the worst path
     - 8
   * - Tally of non-filler cells in the final layout
     - 413
   * - Critical path class
     - clk2async
   * - Number of fill cells
     - 1003
   * - RD Place Congestion
     - 0.791
   * - Chip area estimate from yosys synthesis
     - 2080 um2
   * - Worst path most repeated cell
     - sky130_fd_sc_hd__clkbuf_8
   * - Leading cell type by number of instances after synthesis
     - sky130_fd_sc_hd__buf_4
   * - # diodes
     - 0
   * - Cell area after layout
     - 2490 um2
   * - Critical-path top delay cell
     - sky130_fd_sc_hd__clkbuf_8
   * - Final tally of setup violations
     - 0
   * - Violation tally from detailed-route iteration zero
     - 82
   * - Number of iterations in the first detailed-routing pass
     - 4
   * - Setup TNS
     - 0 ns
   * - Endpoint required time on the critical path
     - 5.61 ns
   * - I/O pin cnt
     - 130
   * - # Post-CTS Setup Buffers
     - 0
   * - Resized Gates After CTS
     - 0
   * - Dominant cell area share
     - 36.1%
   * - Number of antenna violations at the first check in global routing
     - 0
   * - Slew of the pin with the lowest slew margin
     - 0.503 ns
   * - Number of storage elements in the synthesis netlist
     - 30
   * - Drt via density
     - 3.20
   * - Die Y-Extent
     - 118 um
   * - Leakage power figure
     - 1.30 nW
   * - Routed Antenna Nets
     - 0
   * - Die Size
     - 13900 um2
   * - Max-slew headroom
     - 66.2%
   * - Number of input and output port buffers inserted
     - 30
   * - Cell type with the highest aggregate area in the netlist
     - sky130_fd_sc_hd__dfrtp_1
   * - Quantity of hold-fixing buffers added after cts
     - 0
   * - Unrepaired setup endpoints after global routing
     - no
   * - Total DRC errors in the routed layout
     - 0
   * - Total design power
     - 807 uW
   * - Number of placement rows
     - 35
   * - Register Area
     - 751 um2
   * - Horizontal extent of the die
     - 118 um
   * - Placed standard-cell area
     - 2160 um2
   * - Number of placed instances with taps included
     - 368
   * - Kind of path behind the tightest hold check
     - reg2reg
   * - Fraction of registers with async set or reset after synthesis
     - 100%
   * - Maximum Capacitance Violations
     - 0
   * - Gr ovfl total
     - 0
   * - Largest delay share family, worst path
     - buffers and inverters
   * - Number of flip-flops in the largest register
     - 30
   * - Stage delay of the slowest cell on the critical path
     - 0.16 ns
   * - Via count of the first global-routing pass
     - 1738
   * - Final Hold Violation Tally
     - 0
   * - Tally of OpenROAD warnings
     - 56
   * - Yosys synthesis warning count
     - 2048
   * - Routed wire per std cell
     - 11.4 um
   * - Most numerous cell types in the synthesized netlist
     - 98 x sky130_fd_sc_hd__buf_4, 30 x sky130_fd_sc_hd__dfrtp_1, 21 x sky130_fd_sc_hd__xnor2_1
   * - Post-Syn Instances
     - 211
   * - Number of synthesized flops with an enable pin
     - 0
   * - Setup clock skew after layout
     - 0.00421 ns
==> worst register-to-register path: stages, from the launching register on <==
cell                      delay (ns)
sky130_fd_sc_hd__dfrtp_1        0.43
sky130_fd_sc_hd__ha_1           0.26
sky130_fd_sc_hd__nand4_2        0.18
sky130_fd_sc_hd__nor4_4         0.55
sky130_fd_sc_hd__nand4_1        0.18
sky130_fd_sc_hd__xnor2_1        0.15
==> metal layers <==
metal  wire length (um)  GRT usage [%]  share of wire, %
met3                480           5.79                10
met5                  0              0                 0
met4                 80           3.48               1.7
met2               2270           9.30                48
met1               1880           6.73                40
==> where the power goes <==
part           internal (mW)  total (mW)  switching [mW]
Sequential             0.234       0.234               0
Combinational              0     0.00488         0.00488
Clock                  0.311       0.568           0.258
Total                  0.544       0.807           0.263
==> final cells by class <==
class | instances | share of cell area (%)
inverter | 3 | 0.452
timing repair buffer | 30 | 12.1
tap | 129 | 6.48
clock inverter | 33 | 6.08
clock buffer | 13 | 7.19
multi-input combinational | 175 | 37.6
sequential | 30 | 30.2
==> worst paths after layout <==
| kind | start | endpoint | slack, ns | cells after the start |
|---|---|---|---|---|
| setup / recovery | reset | fetch.PC[15]$_DFF_PP0_ | 2.71 | 3 |
| hold / removal | fetch.PC[31]$_DFF_PP0_ | fetch.PC[31]$_DFF_PP0_ | 0.47 | 1 |
| setup reg to reg | fetch.PC[3]$_DFF_PP0_ | fetch.PC[24]$_DFF_PP0_ | 3.24 | 5 |
| hold reg to reg | fetch.PC[31]$_DFF_PP0_ | fetch.PC[31]$_DFF_PP0_ | 0.47 | 1 |
| max in group clk0 | fetch.PC[10]$_DFF_PP0_ | PC[10] | 2.80 | 1 |
| min in group asynchronous | reset | fetch.PC[13]$_DFF_PP0_ | 2.30 | 3 |
==> cell families (layout without fill, tap and decap cells) <==
logic type / Yosys count / in the layout / share of synthesized area (%)
xor gates and xnor gates: 28 / 28 / 11.8
adders and majority gates: 1 / 1 / 0.602
buffers and inverters: 103 / 79 / 36.3
DFF: 30 / 30 / 36.1
other: 1 / 98 / 0.181
and+or+nand+nor: 48 / 48 / 14.9
==> metrics by stage <==
step | setup slack [ns] | hold WS, ns | util (%)
after floorplan | 1.92 | 0.424 | -
after global placement | 1.92 | 0.462 | 23.3
after detailed placement | 1.92 | 0.464 | 23.3
after CTS | 2.71 | 0.475 | 26.8
after global routing | 2.68 | 0.499 | 26.8
final | 2.71 | 0.468 | 26.8
==> layout by cell type, fill, tap and decap left out, types with 5 or more instances in the layout <==
cell type | Yosys | final
sky130_fd_sc_hd__xnor2_1 | 21 | 21
sky130_fd_sc_hd__clkdlybuf4s50_1 | 0 | 30
sky130_fd_sc_hd__nand4_1 | 8 | 8
sky130_fd_sc_hd__xor2_1 | 7 | 7
sky130_fd_sc_hd__inv_1 | 4 | 34
sky130_fd_sc_hd__nand3_1 | 11 | 11
sky130_fd_sc_hd__nor2_1 | 6 | 6
sky130_fd_sc_hd__nand2_1 | 8 | 8
sky130_fd_sc_hd__dfrtp_1 | 30 | 30
sky130_fd_sc_hd__and3_1 | 5 | 5
sky130_fd_sc_hd__conb_1 | 1 | 98
sky130_fd_sc_hd__clkbuf_8 | 0 | 13
Power figures rest on the tool's default switching activity, not on a simulated workload.
